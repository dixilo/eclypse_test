File: flow/design.v
module packet_axi_32 #
(
    parameter integer C_S_AXI_ADDR_WIDTH = 4,
    parameter integer C_S_AXI_DATA_WIDTH = 32
)
(
    input  wire                          s_axi_aclk,
    input  wire                          s_axi_aresetn,
    input  wire [C_S_AXI_ADDR_WIDTH-1:0]  s_axi_awaddr,
    input  wire                          s_axi_awvalid,
    output reg                           s_axi_awready,
    input  wire [C_S_AXI_DATA_WIDTH-1:0]  s_axi_wdata,
    input  wire [(C_S_AXI_DATA_WIDTH/8-1):0] s_axi_wstrb,
    input  wire                          s_axi_wvalid,
    output reg                           s_axi_wready,
    output reg  [1:0]                    s_axi_bresp,
    output reg                           s_axi_bvalid,
    input  wire                          s_axi_bready,
    input  wire [C_S_AXI_ADDR_WIDTH-1:0]  s_axi_araddr,
    input  wire                          s_axi_arvalid,
    output reg                           s_axi_arready,
    output reg  [C_S_AXI_DATA_WIDTH-1:0]  s_axi_rdata,
    output reg  [1:0]                    s_axi_rresp,
    output reg                           s_axi_rvalid,
    input  wire                          s_axi_rready,
    input  wire                          axis_aclk,
    input  wire                          axis_aresetn,
    input  wire [31:0]                   s_axis_tdata,
    input  wire                          s_axis_tvalid,
    output reg                           s_axis_tready,
    input  wire                          s_axis_tlast,    
    output reg  [31:0]                   m_axis_tdata,
    output reg                           m_axis_tvalid,
    input  wire                          m_axis_tready,
    output reg                           m_axis_tlast
);
    localparam integer ADDR_LSB = 2;
    localparam integer OPT_MEM_ADDR_BITS = C_S_AXI_ADDR_WIDTH - ADDR_LSB;
    reg [C_S_AXI_ADDR_WIDTH-1:0] awaddr_reg;
    reg aw_en;
    reg [31:0] length_reg;
    reg [31:0] start_reg;
    wire       start_level = start_reg[0];
    always @(posedge s_axi_aclk) begin
        if (!s_axi_aresetn) begin
            s_axi_awready <= 1'b0;
            aw_en         <= 1'b1;
        end else begin
            if (~s_axi_awready && s_axi_awvalid && s_axi_wvalid && aw_en) begin
                s_axi_awready <= 1'b1;
                awaddr_reg    <= s_axi_awaddr;
                aw_en         <= 1'b0;
            end else if (s_axi_bvalid && s_axi_bready) begin
                aw_en         <= 1'b1;
                s_axi_awready <= 1'b0;
            end else begin
                s_axi_awready <= 1'b0;
            end
        end
    end
    always @(posedge s_axi_aclk) begin
        if (!s_axi_aresetn) begin
            s_axi_wready <= 1'b0;
        end else begin
            if (~s_axi_wready && s_axi_wvalid && s_axi_awvalid && aw_en) begin
                s_axi_wready <= 1'b1;
            end else begin
                s_axi_wready <= 1'b0;
            end
        end
    end
    integer byte_index;
    always @(posedge s_axi_aclk) begin
        if (!s_axi_aresetn) begin
            length_reg <= 32'd0;
            start_reg  <= 32'd0;
        end else begin
            if (s_axi_wready && s_axi_wvalid && s_axi_awready && s_axi_awvalid) begin
                case (awaddr_reg[ADDR_LSB + OPT_MEM_ADDR_BITS-1 : ADDR_LSB])
                    0: begin  
                        for (byte_index = 0; byte_index < 4; byte_index = byte_index + 1) begin
                            if (s_axi_wstrb[byte_index])
                                length_reg[8*byte_index +: 8] <= s_axi_wdata[8*byte_index +: 8];
                        end
                    end
                    1: begin  
                        for (byte_index = 0; byte_index < 4; byte_index = byte_index + 1) begin
                            if (s_axi_wstrb[byte_index])
                                start_reg[8*byte_index +: 8] <= s_axi_wdata[8*byte_index +: 8];
                        end
                    end
                    default: begin end
                endcase
            end
        end
    end
    always @(posedge s_axi_aclk) begin
        if (!s_axi_aresetn) begin
            s_axi_bvalid <= 1'b0;
            s_axi_bresp  <= 2'b00;
        end else begin
            if (s_axi_awready && s_axi_awvalid && ~s_axi_bvalid &&
                s_axi_wready  && s_axi_wvalid) begin
                s_axi_bvalid <= 1'b1;
                s_axi_bresp  <= 2'b00;  
            end else if (s_axi_bvalid && s_axi_bready) begin
                s_axi_bvalid <= 1'b0;
            end
        end
    end
    reg [C_S_AXI_ADDR_WIDTH-1:0] araddr_reg;
    always @(posedge s_axi_aclk) begin
        if (!s_axi_aresetn) begin
            s_axi_arready <= 1'b0;
            araddr_reg    <= {C_S_AXI_ADDR_WIDTH{1'b0}};
        end else begin
            if (~s_axi_arready && s_axi_arvalid) begin
                s_axi_arready <= 1'b1;
                araddr_reg    <= s_axi_araddr;
            end else begin
                s_axi_arready <= 1'b0;
            end
        end
    end
    always @(*) begin
        case (araddr_reg[ADDR_LSB + OPT_MEM_ADDR_BITS-1 : ADDR_LSB])
            0: s_axi_rdata = length_reg;
            1: s_axi_rdata = start_reg;
            default: s_axi_rdata = 32'd0;
        endcase
    end
    always @(posedge s_axi_aclk) begin
        if (!s_axi_aresetn) begin
            s_axi_rvalid <= 1'b0;
            s_axi_rresp  <= 2'b00;
        end else begin
            if (s_axi_arready && s_axi_arvalid && ~s_axi_rvalid) begin
                s_axi_rvalid <= 1'b1;
                s_axi_rresp  <= 2'b00;  
            end else if (s_axi_rvalid && s_axi_rready) begin
                s_axi_rvalid <= 1'b0;
            end
        end
    end
    (* ASYNC_REG = "TRUE" *) reg       start_sync1;
    (* ASYNC_REG = "TRUE" *) reg       start_sync2;
    reg                               start_sync2_d;
    (* ASYNC_REG = "TRUE" *) reg [31:0] length_sync1;
    (* ASYNC_REG = "TRUE" *) reg [31:0] length_sync2;
    always @(posedge axis_aclk) begin
        if (!axis_aresetn) begin
            start_sync1   <= 1'b0;
            start_sync2   <= 1'b0;
            start_sync2_d <= 1'b0;
            length_sync1  <= 32'd0;
            length_sync2  <= 32'd0;
        end else begin
            start_sync1   <= start_level;
            start_sync2   <= start_sync1;
            start_sync2_d <= start_sync2;
            length_sync1  <= length_reg;
            length_sync2  <= length_sync1;
        end
    end
    wire start_pulse_axis = start_sync2 & ~start_sync2_d;
    localparam S_IDLE = 2'd0;
    localparam S_ARM  = 2'd1;
    localparam S_RUN  = 2'd2;
    reg [1:0]  state;
    reg [31:0] remain;
    always @(posedge axis_aclk) begin
        if (!axis_aresetn) begin
            state        <= S_IDLE;
            remain       <= 32'd0;
            s_axis_tready <= 1'b0;
            m_axis_tdata  <= 32'd0;
            m_axis_tvalid <= 1'b0;
            m_axis_tlast  <= 1'b0;
        end else begin
            s_axis_tready <= 1'b0;
            m_axis_tvalid <= 1'b0;
            m_axis_tlast  <= 1'b0;
            case (state)
                S_IDLE: begin
                    if (start_pulse_axis) begin
                        if (length_sync2 != 0) begin
                            remain <= length_sync2;
                            state  <= S_ARM;    
                        end
                    end
                end
                S_ARM: begin
                    state <= S_RUN;
                end
                S_RUN: begin
                    s_axis_tready <= 1'b1;
                    if (s_axis_tvalid && m_axis_tready) begin
                        m_axis_tdata  <= s_axis_tdata;
                        m_axis_tvalid <= 1'b1;
                        m_axis_tlast  <= (remain == 32'd1);
                        remain <= remain - 32'd1;
                        if (remain == 32'd1)
                            state <= S_IDLE;
                    end
                end
                default: state <= S_IDLE;
            endcase
        end
    end
endmodule
File: flow/run.sh
#!/bin/bash
# OpenROAD 26Q1-2900-gdf79404cd8, Yosys 0.63+post, stock flow scripts
make -C /OpenROAD-flow-scripts/flow DESIGN_CONFIG=/design/flow/config.mk WORK_HOME=/design/flow/orfs finish
File: flow/config.mk
export PLATFORM = sky130hd
export DESIGN_NAME = packet_axi_32
export DESIGN_NICKNAME = packet_axi_32
export VERILOG_FILES = /design/flow/design.v
export SDC_FILE = /design/flow/constraint.sdc
export NUM_CORES = 4
export LEC_CHECK = 1
export CORE_UTILIZATION = 30
File: flow/constraint.sdc
current_design packet_axi_32

set clk_period 8.4
set clk_io_pct 0.2

create_clock -name clk0 -period $clk_period [get_ports {axis_aclk}]
create_clock -name clk1 -period $clk_period [get_ports {s_axi_aclk}]

set non_clock_inputs [all_inputs -no_clocks]
set_input_delay [expr $clk_period * $clk_io_pct] -clock clk0 $non_clock_inputs
set_output_delay [expr $clk_period * $clk_io_pct] -clock clk0 [all_outputs]
==> flow_metrics.py <==
# Metrics from the implementation run
metrics = {
    "synthesis": {
        "async_reset_ff_share_pct": 0,
        "ys.flops": 211,
        "ys_warn_count": 1,
        "ff_type": "dfxtp_1",
        "synth_cells": 1020,
        "synthesis.area_um2": 8728,
        "postSynthSeqShare_pct": 48.62,
        "post_synth.cell_area_avg_um2": 8.557,
        "synth.distinct_cells": 58,
        "yosys_area_um2": 8728,
        "yosysCellCount": 1020,
        "edf_count": 2,
    },
    "power": {
        "power_density_nw_per_um2": 199.2,
        "leakage_nw": 4.078,
        "vdd.ir_drop.worst_uv": 121.9,
        "power_mw": 2.292,
    },
    "floorplanning": {
        "fp.dieH_um": 172.6,
        "fp-utilization_pct": 30.49,
        "core_area_um2": 28630,
        "die_w_um": 172.6,
        "chipArea_um2": 29780,
        "row_count": 62,
        "ioPinCount": 164,
    },
    "final_timing": {
        "slew_violations": 0,
        "max_slew.worst_pin.slew_ns": 0.8214,
        "setup_viol": 0,
        "rsz0062_at_grt": "false",
        "maxSlewHeadroom_pct": 44.82,
        "finalClockSkew_ns": 0.005591,
        "whs_ns": 0.3953,
        "final_hold_viol_count": 0,
        "setup_slack_ns": 4.572,
        "finalSetupTns_ns": 0,
    },
    "grt": {
        "grt_max_degree": 72,
        "grt_pass1_vias": 7014,
        "grt_pass1_wl_um": 36910,
        "grt_usage_pct": 15.23,
        "antenna_found_initial": 0,
        "grt_overflow": 0,
    },
    "route": {
        "via_per_inst": 4.825,
        "vias": 7440,
        "ant_nets": 0,
        "wl_per_cell_um": 14.33,
        "firstDrtPassIters": 4,
        "drtIter0Drc": 457,
        "n_antenna_cell": 0,
        "drc": 0,
        "wirelength_um": 22090,
    },
    "placement": {
        "preCtsSetupSlack_ns": 4.197,
        "gp_congestion": 0.8278,
        "dp_cells": 1494,
        "place_area_um2": 10550,
        "place_hpwl_um": 14240,
        "io_buffer_count": 153,
    },
    "flow_run": {
        "warnings": 32,
        "maxCapViolations": 0,
    },
    "clocking": {
        "clock_sinks": 211,
        "cts_resized": 0,
        "cts_hold_buf": 0,
        "clk_transition_reported_paths_ns": 0.06,
        "cts_tree": "built",
        "cts_setup_buffers": 0,
    },
    "worst_setup_path": {
        "critical_path_class": "primary input to flop",
        "critPathRequiredTime_ns": 8.76,
        "arrival_ns": 4.19,
        "r2r_setup_slack_ns": 5.67,
        "rr_endpoint": "remain[0]$_SDFFE_PN0P_",
        "r2r-start": "state[1]$_DFF_P_",
        "worst-path-max-fanout": 19,
        "reg2reg_depth": 9,
        "crit_path_end_kind": "flop",
        "start_kind": "primary input",
    },
    "min_path": {
        "whs_endpoint": "length_sync1[3]$_SDFF_PN0_",
        "min_from": "length_reg[3]$_SDFFE_PN0P_",
        "hold_class": "flop to flop",
        "min_delay_path_depth": 1,
    },
    "cells_and_area": {
        "postLayoutCellArea_um2": 11510,
        "final_util_pct": 40.20,
        "area_growth_pct": 31.82,
        "instances_no_fill": 1542,
        "drive_above_1_share_pct": 7.081,
        "fillers": 2769,
    },
    "status": {
        "status": "completed",
    },
}
-- worst max-delay path, cell delays in order --
cell and delay [ns]:
clkdlybuf4s50_1 0.45, and3_1 0.22, a21oi_1 0.12, buf_4 0.28
a211oi_2 0.07, buf_4 0.22, nor2_2 0.55, buf_4 0.38
o221a_2 0.22
-- routing by layer --
metal | share of wire, % | up-vias | global-route usage [%]
met3 | 7.0 | 17 | 3.926
li1 | - | 3775 | -
met4 | 1.2 | 0 | 2.046
met2 | 42 | 250 | 21.56
met1 | 50 | 3398 | 24.23
met5 | 0 | - | 0
-- logic make-up after synthesis --
group	share of synthesized area (%)
other	0.04296
multiplexers	4.128
AND/OR/NAND/NOR	25.63
AND-OR/OR-AND	17.17
flip-flops	48.62
buffers and inverters	4.114
adder cells (fa/ha/maj)	0.2867
-- area by class of cell --
type	count	area (µm²)	share of cell area (%)
sequential	211	4245	36.90
multi-input combinational	722	4149	36.06
timing repair buffer	169	1642	14.27
inverter	8	30.03	0.2610
clock inverter	19	266.5	2.316
clock buffer	29	693.2	6.024
tap	384	480.5	4.176
-- synth_stat cells, types with 5 or more instances --
master / number / area [µm²]
o22ai_1: 6 / 37.54
nand4_1: 5 / 31.28
and4_1: 5 / 43.79
a221oi_1: 9 / 78.83
nand2_1: 222 / 833.3
inv_1: 7 / 26.28
a21oi_1: 53 / 265.3
buf_1: 6 / 22.52
nor2_1: 61 / 229.0
dfxtp_1: 209 / 4184
nor4_1: 19 / 118.9
a21boi_0: 64 / 480.5
nor2b_1: 6 / 37.54
o22a_1: 12 / 105.1
and2_1: 74 / 462.9
o32ai_1: 24 / 210.2
a211oi_1: 10 / 75.07
nand3_1: 40 / 200.2
or4_1: 5 / 37.54
clkbuf_1: 67 / 251.5
buf_2: 5 / 25.02
nor3_1: 18 / 90.09
mux2i_1: 36 / 360.4
-- cell usage in the layout, fill, tap and decap left out, types with 3 or more instances in the layout --
master and instances:
a211oi_1 9, nand3_1 40, a21boi_0 64, a31oi_1 4, a21oi_1 53, and4_1 5
or4_4 3, and3_1 3, mux2i_1 36, nor4_1 19, inv_6 6, nor2_1 60
buf_4 16, or4_1 5, nor2b_1 6, nand4_1 5, o32ai_1 24, nand2_1 222
a2bb2oi_1 3, o22ai_1 6, o21ai_0 3, dfxtp_1 208, clkbuf_16 27, conb_1 4
inv_8 5, a221oi_1 9, inv_1 6, o22a_1 12, nor3_1 18, clkdlybuf4s50_1 151
bufinv_16 4, and2_1 74
-- how the worst max path moves through the flow --
stage / start / to / slack [ns] / cells after the start
CTS: s_axis_tvalid / remain[0]$_SDFFE_PN0P_ / 4.61 / 9
global route: s_axis_tvalid / remain[5]$_SDFFE_PN0P_ / 4.45 / 9
finish: s_axis_tvalid / remain[0]$_SDFFE_PN0P_ / 4.57 / 9
-- where the power goes --
part / total, mW / leakage, nW / switching, mW / internal [mW]
registers: 1.01 / 1.70 / 0.00141 / 1.00
logic: 0.0832 / 1.91 / 0.0378 / 0.0454
clock network: 1.20 / 0.470 / 0.462 / 0.741
Power and IR drop assume default switching activity.
